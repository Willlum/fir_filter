## ./run.sh

```bash
#!/bin/bash
# OpenROAD 26Q1-2900-gdf79404cd8, Yosys 0.63+post, stock flow scripts
make -C /OpenROAD-flow-scripts/flow DESIGN_CONFIG=/design/flow/config.mk WORK_HOME=/design/flow/orfs finish
```

## ./config.mk

```make
export PLATFORM = sky130hd
export DESIGN_NAME = top
export DESIGN_NICKNAME = top
export VERILOG_FILES = /design/flow/design.v
export SDC_FILE = /design/flow/constraint.sdc
export NUM_CORES = 4
export LEC_CHECK = 1
export CORE_UTILIZATION = 50
```

## ./constraint.sdc

```tcl
current_design top

set clk_period 6.1
set clk_io_pct 0.2

create_clock -name clk0 -period $clk_period [get_ports {CLK}]

set non_clock_inputs [all_inputs -no_clocks]
set_input_delay [expr $clk_period * $clk_io_pct] -clock clk0 $non_clock_inputs
set_output_delay [expr $clk_period * $clk_io_pct] -clock clk0 [all_outputs]
```

## ./design.v

```verilog
module SPI_slave(clk, SCK, MOSI, MISO, SSEL, DATA);
input clk;
input SCK, SSEL, MOSI;
output MISO;
output reg[7:0] DATA;
reg [2:0] SCKr;  always @(posedge clk) SCKr <= {SCKr[1:0], SCK};
wire SCK_risingedge = (SCKr[2:1]==2'b01);   
wire SCK_fallingedge = (SCKr[2:1]==2'b10);   
reg [2:0] SSELr;  always @(posedge clk) SSELr <= {SSELr[1:0], SSEL};
wire SSEL_active = ~SSELr[1];   
wire SSEL_startmessage = (SSELr[2:1]==2'b10);   
wire SSEL_endmessage = (SSELr[2:1]==2'b01);   
reg [1:0] MOSIr;  always @(posedge clk) MOSIr <= {MOSIr[0], MOSI};
wire MOSI_data = MOSIr[1];
reg [3:0] bitcnt;
reg byte_received;   
reg [7:0] byte_data_received;
always @(posedge clk)
begin
  if(~SSEL_active)
    bitcnt <= 4'b0000;
  else
  if(SCK_risingedge)
  begin
    bitcnt <= bitcnt + 4'b0001;
    byte_data_received <= {byte_data_received[6:0], MOSI_data};
  end
end
always @(posedge clk) byte_received <= SSEL_active && SCK_risingedge && (bitcnt==3'b111);
always @(posedge clk) if(byte_received) DATA <= byte_data_received;
reg [7:0] byte_data_sent;
always @(posedge clk)
  if(SSEL_active)
    begin
      if(SSEL_startmessage)
        byte_data_sent <= DATA;
      else
        if(SCK_fallingedge)
        begin
            byte_data_sent <= {byte_data_sent[6:0], 1'b0};
        end
    end
assign MISO = byte_data_sent[7];   
endmodule
`timescale 1ns / 1ps
module top (
    input CLK,     
    input SCLK, MOSI, SSEL,
    output MISO,
    output LED,    
    output USBPU   
);
    assign USBPU = 0;
    reg [25:0] blink_counter;
    wire [31:0] blink_pattern = 32'hAA;
    always @(posedge CLK) begin
        blink_counter <= blink_counter + 1;
    end
    assign LED = blink_pattern[blink_counter[25:21]];
    SPI_slave spi(.clk(CLK),
                .SCK(SCLK), 
                .MOSI(MOSI),
                .MISO(MISO),
                .SSEL(SSEL)
                );
endmodule
```

==> results_slide.txt <==
Synthesis and Place & Route Summary

Power and ir drop
  • Pwr dens: about 320 mW/mm^2
  • LEAKAGE: 0.894 nW
  • Maximum vdd drop: between 150 and 200 uV

Placement
  • Post-DP HPWL: 1890 um
  • DP Worst Slack: 3.84 ns
  • Cells after DPL: approximately 220
  • PortBufs: 5
  • Gpl congestion: 0.741

Job
  • Tool warnings: 25
  • Max-cap violation count: 0

Timing
  • Minimum clock period: 2.60 ns
  • Setup TNS: 0 ns
  • Setup Skew: 0.00480 ns
  • Final setup fails: 0
  • Slew headroom: 0.522
  • Fmax: 385 MHz
  • Final Hold Viols: 0
  • PnR worst setup slack: between 3 and 4 ns
  • Period utilisation layout: 0.426
  • Worst-Margin Slew: 0.714 ns
  • RSZ-0062 raised after global routing: no
  • Final slew viol count: 0

Global route
  • GRT Util Overall: 0.151
  • Grt ovf: 0
  • Initial antenna violation count: 0
  • Vias in the first global route: approximately 1100
  • Largest net degree at the start of global routing: 12
  • Global-route wire length before repair: 4930 um

Drt
  • Via Count: 1193
  • M1 WL: 1410 um
  • N_diodes: 0
  • Wire length on met3: 126 um
  • Drt first pass iters: 4
  • DRC Markers: 0
  • First-iteration detailed-routing DRC count: roughly 50
  • Vias per inst: 5.12
  • Met2 Routed Length: ~1200 um
  • Remaining antenna violation count: 0
  • Top sig layer: met4
  • Routed WL: 2830 um
  • Drt wl/cell: between 10 and 15 um

Floorplan
  • I/O pin count: 7
  • Initial core utilization: 0.538
  • Core ar.: 0.00412 mm^2
  • Die X: 68.6 um
  • Die H: approximately 69 um
  • Row cnt: 23
  • Die footprint: 0.00470 mm^2

CTS
  • Post-CTS Setup Inserts: 0
  • Cts repair resizes: 0
  • CTS max path bufs: 2
  • Clock sink count: 63
  • CTS tree: built
  • Cts bufs inserted: 9
  • Worst-Skew Late Latency: 0.33 ns
  • Htree depth: 3
  • CTS clock-pin slew for the worst setup and hold paths: 0.06 ns
  • Post-CTS Hold Fix Bufs: 0
  • Root Driver: clkbuf_8

Setup path
  • R2R Path Start: spi.SSELr[1]$_DFF_P_
  • Reg2reg setup slack: 4.46 ns
  • Crit path max fanout: 4
  • CP arrival: 1.38 ns
  • Critical Path End Type: output port
  • WS Path Type: reg2out
  • End of the worst register-to-register path: spi.byte_data_sent[3]$_DFFE_PP_
  • Reg2Reg Depth: 2
  • CP required: approximately 4.9 ns
  • Worst Setup Start Kind: register

Worst hold path
  • Worst Hold Launch: spi.SSELr[0]$_DFF_P_
  • Hold path cells: 0
  • Hold EP: spi.SSELr[1]$_DFF_P_
  • Hold crit path type: reg2reg

Run status
  • Outcome: complete, no violations

Layout
  • Non-filler cells, final: 233
  • Dominant logic cell type in the layout: dfxtp_1
  • Final Util: 0.608
  • Area grow syn2layout: 13.0%
  • Layout cells sized above 1: 0.131
  • Top Layout Cells: dfxtp_1 (39), edfxtp_1 (24), xnor2_1 (17), nand3_1 (13)

Synthesis
  • Post-Syn Instances: 165
  • Seq share, synth: 0.678
  • Syn Std Cell Area: 0.00221 mm^2
  • Yosys stat cell total: 165
  • Yosys cell types: 26
  • Yosys warnings: 2
  • Yosys top cell by area: dfxtp_1
  • Area share, top type: 0.353
  • Chip Area, Yosys: 0.00221 mm^2
  • Ys flops: 63
  • Area contributors post-synth: dfxtp_1 (35%), edfxtp_1 (33%), xnor2_1 (6.7%), xor2_1 (4.0%), mux2_2 (3.6%)
  • Mean Syn Cell Area: 13.4 um^2
==> worst max-delay path: stages, from the launching register on <==
cell and delay [ns]:
dfxtp_1 0.37, nor3b_1 0.20, clkdlybuf4s50_1 0.48
==> cells in the mapped netlist, drive strengths merged <==
| cell | number |
|---|---|
| nor3 | 3 |
| nor2 | 9 |
| and4 | 1 |
| clkbuf | 2 |
| nor3b | 2 |
| nand3 | 14 |
| nor2b | 2 |
| ha | 2 |
| and2 | 1 |
| conb | 1 |
| xnor2 | 17 |
| nand4 | 7 |
| edfxtp | 24 |
| inv | 5 |
| nand2b | 1 |
| nand2 | 9 |
| a21oi | 2 |
| buf | 1 |
| xor2 | 10 |
| mux2 | 7 |
| dfxtp | 39 |
| and3 | 3 |
| nor4 | 3 |
==> area by class of cell <==
class	instances	area (um^2)
clock buffer	11	141
clock inverter	5	48.8
fill	312	1610
inverter	5	18.8
multi-input combinational	94	679
sequential	63	1500
tap	50	62.6
timing repair buffer	5	50.0
==> worst max path at each step <==
| stage | from | endpoint | slack [ns] |
|---|---|---|---|
| after CTS | blink_counter[21]$_DFF_P_ | LED | 3.47 |
| after global routing | blink_counter[21]$_DFF_P_ | LED | 3.38 |
| final | blink_counter[21]$_DFF_P_ | LED | 3.50 |
==> registers in the layout, indices dropped and copies added (netlist names) <==
signal	flops
spi.byte_received	1
spi.byte_data_received	8
spi.SSELr	3
spi.bitcnt	4
spi.SCKr	3
blink_counter	26
spi.DATA	8
spi.byte_data_sent	8
spi.MOSIr	2
==> stage by stage <==
stage               area, um^2  total power [mW]  hold WS (ns)
detailed placement        2310             0.470         0.313
floorplan                 2210             0.465         0.310
CTS                       2500             0.808         0.328
global route              2500             0.830         0.332
global placement          2310             0.469         0.311
finish                    2500             0.798         0.325
==> report_power, final <==
group          total (mW)  internal, mW  leakage [nW]  switching, mW
clock network       0.337         0.196         0.101          0.141
registers           0.448         0.444         0.540        0.00396
logic              0.0128       0.00688         0.253        0.00588
==> cells by family after synthesis <==
group                    after synthesis  synth area share
AND-OR/OR-AND                          2           0.00452
XOR/XNOR                              27             0.107
adder cells (fa/ha/maj)                2            0.0113
buffers and inverters                  8            0.0153
flip-flops                            63             0.678
multiplexers                           7            0.0356
other                                  1           0.00169
AND/OR/NAND/NOR                       55             0.147
==> per-layer routing <==
metal  vias up  GRT usage
li1        598          -
met1       559      0.244
met2        27      0.211
met3         9     0.0450
met4         0     0.0469
met5         -          0
Power figures rest on the tool's default switching activity, not on a simulated workload.
